$ cat flow/config.mk
export PLATFORM = sky130hd
export DESIGN_NAME = HexDigit
export DESIGN_NICKNAME = HexDigit
export VERILOG_FILES = /design/flow/design.v
export SDC_FILE = /design/flow/constraint.sdc
export NUM_CORES = 4
export LEC_CHECK = 1
export CORE_AREA = 10 10 70 70
export DIE_AREA = 0 0 80 80
$ cat flow/constraint.sdc
current_design HexDigit

set clk_period 1.5
set clk_io_pct 0.2

create_clock -name clk0 -period $clk_period

set non_clock_inputs [all_inputs -no_clocks]
set_input_delay [expr $clk_period * $clk_io_pct] -clock clk0 $non_clock_inputs
set_output_delay [expr $clk_period * $clk_io_pct] -clock clk0 [all_outputs]
$ cat flow/design.v
module HexDigit(segs, num);
	input [3:0] num	;		 
	output [6:0] segs ;		 
	reg [6:0] segs ;
	always @ (num)
	begin
		case (num)
				4'h0: segs = 7'b1000000;  
				4'h1: segs = 7'b1111001;
				4'h2: segs = 7'b0100100;
				4'h3: segs = 7'b0110000;
				4'h4: segs = 7'b0011001;
				4'h5: segs = 7'b0010010;
				4'h6: segs = 7'b0000010;
				4'h7: segs = 7'b1111000;
				4'h8: segs = 7'b0000000;
				4'h9: segs = 7'b0010000;
				4'ha: segs = 7'b0001000;
				4'hb: segs = 7'b0000011;
				4'hc: segs = 7'b1000110;
				4'hd: segs = 7'b0100001;
				4'he: segs = 7'b0000110;
				4'hf: segs = 7'b0001110;
				default segs = 7'b1111111;
		endcase
	end
endmodule
$ cat flow/run.sh
#!/bin/bash
# OpenROAD 26Q1-2900-gdf79404cd8, Yosys 0.63+post, stock flow scripts
make -C /OpenROAD-flow-scripts/flow DESIGN_CONFIG=/design/flow/config.mk WORK_HOME=/design/flow/orfs finish
==> out/results.txt <==
port bufs = 11
leakage = 0.269 nW
Worst Tran Pin Value = 0.148 ns
antenna violations before repair = 0
Post-Syn Area = 275 µm²
Synth Seq Share = 0%
distinct lib cells = 15
Die Y = 80 µm
Setup violations, final = 3
cell taking the most area after synthesis = ha_1
DR WL/cell = 9.05 µm
Min Clock Period, post-route = 1.62 ns
largest net degree at the start of global routing = 7
drt total wl = 896 µm
initial drt markers = 3
CP arrival = 1.32 ns
Seq cells = 0
All-Layer GR Usage = 2.66%
final worst setup slack = -0.118 ns
DR pass1 iterations = 2
area share, top type = 31.8%
Placed Cells = 97
non-filler cells, final = 99
hpwl dp = 610 µm
vias per cell = 3.17
DRC Markers = 0
Slew Viols, Final = 0
worst path bufs/invs = 3
Peak VDD IR = 28.1 µV
vias in the first global route = 316
slowest CP cell = or3b_1
Routed Antenna Nets = 0
Setup CP Type = in -> out
worst min path class = in -> out
count of tool warnings = 40
Achievable Freq = 0.618 GHz
Layout fillers = 375
die area = 0.00640 mm²
max cap viols = 0
Yosys warning count = 1
GRT overflow = 0
power per cell area = 235 mW/mm²
top cells by area, synth = ha_1 (32%), mux2i_1 (15%), mux4_1 (9.5%), nor2_1 (6.8%), a22o_1 (6.4%)
hold_buf cts = 0
Seq. cell area = 0 µm²
worst-path cell chain = buf_8 -> inv_8 -> ha_4 -> and2b_2 -> or3b_1 -> o21ai_1 -> buf_2
Util after Layout = 17.7%
synthesis area per yosys = 275 µm²
clock buf count = 0
Syn Area/Cell = 8.60 µm²
via count = 314
synthesis-to-layout area growth = 119%
Cells after Synth = 32
Critical Path Sink Type = primary output
FP Rows = 21
Max-Slew Margin vs Limit = 89.9%
initial cell density of the core = 8.06%
Tot Pwr = 0.142 mW
Yosys Instances = 32
status = complete, but fails checks
core area = 0.00342 mm²
diode count = 0
failing checks = setup timing
num ports = 11
crit-path max cell delay = 0.34 ns
gpl congestion = 0.757
post-layout period usage = 108%
CP top delay family = simple AND/OR/NAND/NOR gates
Setup Total Neg Slack = -0.308 ns
startpoint types = input pin
RSZ-0062 raised after global routing = yes
layout cell share with drive strength beyond 1 = 66.0%
worst path required time = 1.20 ns
Hold Vio Cnt, Final = 0
largest fanout on the critical path = 4
die width = 80 µm
first-pass GRT wire length = 1470 µm
Setup Slack @ Placement = -1.02 ns
## placed cells by master (no fill, tap or decap), types with 2 or more instances in the layout
cell type,instances
buf_4,8
ha_4,5
buf_2,5
mux2i_1,4
buf_6,4
nor2_1,3
inv_8,2
nor2_2,2
o21ai_1,2
a22o_1,2
## routing by layer
layer / GRT usage, % / wire (µm) / up-vias
met1: 3.18 / 403 / 148
met2: 5.06 / 445 / 6
met3: 0.455 / 48 / 0
li1: - / - / 160
met5: 0 / 0 / -
met4: 0 / 0 / 0
## layout make-up
class	count	area (µm²)	share of cell area (%)
Inverter	3	26.3	4.36
Tap cell	46	57.6	9.54
Timing Repair Buffer	23	200	33.2
Multi-Input combinational cell	27	319	52.9
## what timing repair did
item | 4_1_cts | 5_1_grt
buffers inserted | 2 | 0
pin swaps | 4 | 2
cloned | 1 | 0
resized | 58 | 9
setup endpoints to repair | 7 | 6
## power by group
group          switching, mW  internal [mW]  leakage [nW]  total, mW
clock network              0              0             0          0
registers                  0              0             0          0
logic                 0.0573         0.0843         0.269      0.142
## synth_stat cells
library cell and number:
and2b_2 1, nor2_1 5, buf_2 1, mux2i_1 4
a22o_1 2, or3b_1 1, o21ai_0 2, a32o_1 1
mux4_1 1, buf_6 1, inv_1 3, a21oi_1 1
nand2_1 1, mux2_2 1, ha_1 7
## metrics by stage
| step | area (µm²) | hold WS [ns] |
|---|---|---|
| floorplan | 275 | 0.700 |
| global placement | 502 | 1.67 |
| detailed placement | 502 | 1.67 |
| CTS | 593 | 1.09 |
| global route | 603 | 1.10 |
| finish | 603 | 1.06 |
## cell families after synthesis
family	after synthesis	share of synthesized area, %
simple gates	8	14.5
fa+ha+maj	7	31.8
compound gates	6	15.5
mux	6	28.2
buf+inv	5	10.0
## path summary, 6_finish.rpt
| path | start | to | depth (start not counted) |
|---|---|---|---|
| worst max-delay path | num[1] | segs[0] | 7 |
| worst min-delay path | num[0] | segs[1] | 4 |
Power and IR drop assume default switching activity.
